**constraint.sdc**
```tcl
current_design decode138

set clk_period 1.9
set clk_io_pct 0.2

create_clock -name clk0 -period $clk_period

set non_clock_inputs [all_inputs -no_clocks]
set_input_delay [expr $clk_period * $clk_io_pct] -clock clk0 $non_clock_inputs
set_output_delay [expr $clk_period * $clk_io_pct] -clock clk0 [all_outputs]
```
**run.sh**
```bash
#!/bin/bash
# OpenROAD 26Q1-2900-gdf79404cd8, Yosys 0.63+post, stock flow scripts
make -C /OpenROAD-flow-scripts/flow DESIGN_CONFIG=/design/flow/config.mk WORK_HOME=/design/flow/orfs finish
```
**design.v**
```verilog
`timescale 1ns / 1ps
module decode138(
    input wire A0,A1,A2,E1,E2_n,E3_n,
    output wire Y0_n,Y1_n,Y2_n,Y3_n,Y4_n,Y5_n,Y6_n,Y7_n
    );
    reg [7:0]y;
    integer i;
    always@*
        if({E1,E2_n,E3_n} == 3'b100)
            for(i=0; i<=7; i=i+1)
                if({A2,A1,A0} == i)
                    y[i]=0;
                else
                    y[i]=1;
        else
            y = 8'hff;
    assign Y0_n = y[0];            
    assign Y1_n = y[1];            
    assign Y2_n = y[2];            
    assign Y3_n = y[3];            
    assign Y4_n = y[4];            
    assign Y5_n = y[5];            
    assign Y6_n = y[6];            
    assign Y7_n = y[7];
endmodule
```
**config.mk**
```make
export PLATFORM = sky130hd
export DESIGN_NAME = decode138
export DESIGN_NICKNAME = decode138
export VERILOG_FILES = /design/flow/design.v
export SDC_FILE = /design/flow/constraint.sdc
export NUM_CORES = 4
export LEC_CHECK = 1
export CORE_AREA = 10 10 70 70
export DIE_AREA = 0 0 80 80
```
==> impl_metrics.ini <==
; synthesis and place-and-route metrics
[run_status]
run_status = completed

[floorplanning]
rows = 21
fp_util_pct = 2.418
area_enclosed_by_the_die_boundary_um2 = 6400
die_h_um = 80
core-area_um2 = 3416
boundaryPins = 14
chipWidth_um = 80

[run]
warning_count = 32
timing.max_cap.violations = 0

[power]
p_leak_nw = 0.1124
p_switching_mw = 0.01295
pwr-share-comb_pct = 100.0
post-layout-total-power_mw = 0.03098
p_per_area_nw_per_um2 = 100.2
power_frac_clock_pct = 0
power_report.internal_total_mw = 0.01803
power_switching_share_pct = 41.81
maximum_resistive_drop_on_vdd_mv = 0.01502
part_of_the_total_power_dissipated_in_sequential_elements_pct = 0

[min_path]
min-delay-start = A2
whs_endpoint = Y1_n
hold_path_depth = 4
hold_path.class = in2out

[synthesis]
synthAoiAreaFrac_pct = 0
share_of_the_yosys_chip_area_belonging_to_registers_pct = 0
yosys-mux-area-fraction_pct = 0
yosys.area_share.simple_pct = 100.0
syn_area_um2 = 82.58
post-synth-top-count-cell = nand2_1
netlist_logic_family_top = simple AND/OR/NAND/NOR gates
yosysCellCount = 13
ys_chip_area_um2 = 82.58
synth.cellmix.xorXnorShare_pct = 0
top_area_cell = nand2_1
yosysUniqueCellTypes = 6
topCellsByArea = nand2_1, and3b_1, nand4_1
yosys-top-cells-count = nand2_1, and3b_1, nand4_1
syn-instance-count = 13
synthesis.area_per_instance_um2 = 6.352
synthAdderAreaFrac_pct = 0
synthDominantCellAreaShare_pct = 27.27
synth-warning-count = 1

[global_route]
globalRouteTotalUtil_pct = 1.594
first_pass_grt_wire_length_um = 883
grt_pass1_vias = 176
grt_start_max_net_pins = 6
antenna_violations_before_repair = 0
globalRoute.totalOverflow = 0

[drt]
initialDrtViolationCount = 3
remaining_drc_errors = 0
wl_per_cell_um = 6.792
diodes = 0
drt_first_pass_iters = 2
antenna_violating_nets_post_route = 0
routed_via_density = 2.221
dr_total_vias = 171
drt_wl_total_um = 523

[critical_path]
critPathRequiredTime_ns = 1.52
start_kind = primary input
critPathArrivalTime_ns = 1.45
path_cells = dlygate4sd2_1 > buf_4 > and3b_1 > nand2_1 > clkdlybuf4s50_1
critPathMaxStageDelay_ns = 0.46
crit_path_max_fanout = 3
critical_path.endpoint_type = output pin
critPathKind = in2out
slowest_stage = clkdlybuf4s50_1

[final_timing]
ratio_of_final_minimum_period_to_clock_period_pct = 96.37
fmax_mhz = 546.1
final-max-slew-violation-count = 0
worst_pin_slew_ns = 0.2060
final.min_clock_period_ns = 1.831
fin_hold_ws_ns = 1.436
hold_vio_cnt_final = 0
rsz_0062_raised_after_global_routing = false
setup_viol_count_final = 0
max-slew-margin-rel_pct = 86.22

[cells_and_area]
finish.instance_area_um2 = 309.0
n_clock_buffer = 0
area.growth.synth_to_final_pct = 274.2
ff_count = 0
layout.filler_cells = 408
final_layout_size_suffix_gt1_share_pct = 32.26
sequential_cell_area_um2 = 0

[place]
placed_area_um2 = 310.3
portBuffers = 14
finalWeightedCongestion = 0.7188

[clock_tree]
ctsHoldBuffers = 0
post-cts-setup-buffers = 0
==> repair_timing <==
item                       4_1_cts  5_1_grt
setup endpoints to repair        8        5
gates cloned                     0        0
pin swaps                        1        1
resized                          9        6
==> stage by stage <==
step	worst slack, ns	std cells	TNS (ns)	util, %
final	0.06890	77	0	9.048
after global routing	0.004022	77	0	9.048
after CTS	0.007401	77	0	9.377
after detailed placement	-0.1909	77	-1.297	9.084
after global placement	-0.1903	77	-1.275	9.084
after floorplan	0.8269	13	0	-
==> cell usage in the layout, fill, tap and decap left out, drive strengths merged <==
cell type | synthesis | routed
nor3 | 1 | 1
nand4 | 2 | 2
clkbuf | 0 | 3
dlygate4sd2 | 0 | 3
buf | 0 | 4
nor3b | 2 | 2
nand2 | 6 | 6
clkdlybuf4s50 | 0 | 8
and3b | 2 | 2
==> layer usage <==
| layer | vias up | part of all wire, % | GRT usage, % |
|---|---|---|---|
| li1 | 85 | - | - |
| met4 | 0 | 0 | 0 |
| met5 | - | 0 | 0 |
| met3 | 0 | 22 | 0.6818 |
| met1 | 75 | 38 | 1.913 |
| met2 | 11 | 39 | 2.729 |
==> final cells by class <==
type | count | area, µm² | area share (%)
repair buffers | 18 | 151.4 | 48.99
multi-input cells | 13 | 100.1 | 32.39
well taps | 46 | 57.56 | 18.62
==> power by group through the flow <==
stage | registers [mW] | logic (mW) | clock network, mW
final | 0 | 0.0310 | 0
after CTS | 0 | 0.0324 | 0
after global routing | 0 | 0.0345 | 0
==> logic make-up after synthesis <==
logic type / count (synthesis)
and+or+nand+nor: 13
==> worst max-delay path: cells and delay by family <==
kind	cells	cell delay [ns]
buffers and inverters	3	0.85
and+or+nand+nor	2	0.23
==> worst max path at each step <==
stage     start   end  slack [ns]
4_1_cts    E3_n  Y6_n       0.007
5_1_grt      E1  Y5_n       0.004
6_report     E1  Y5_n        0.07
Power figures rest on the tool's default switching activity, not on a simulated workload.
