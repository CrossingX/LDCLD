===== run.sh =====
#!/bin/bash
# OpenROAD 26Q1-2900-gdf79404cd8, Yosys 0.63+post, stock flow scripts
make -C /OpenROAD-flow-scripts/flow DESIGN_CONFIG=/design/flow/config.mk WORK_HOME=/design/flow/orfs finish

===== config.mk =====
export PLATFORM = sky130hd
export DESIGN_NAME = clk_div
export DESIGN_NICKNAME = clk_div
export VERILOG_FILES = /design/flow/design.v
export SDC_FILE = /design/flow/constraint.sdc
export NUM_CORES = 4
export LEC_CHECK = 1
export CORE_UTILIZATION = 30

===== design.v =====
`timescale 1ns / 1ps
module clk_div #(parameter N = 100000000)(
    input clk_in,
    output reg clk_out
    );
    reg [31:0]count;
    always@(posedge clk_in)begin
        if(count < N)begin
            count <= count + 1'b1;
            clk_out <= 1'b0;
        end
        else begin
            count <= 0;
            clk_out <= 1'b1;
        end
    end
endmodule

===== constraint.sdc =====
current_design clk_div

set clk_period 5.1
set clk_io_pct 0.2

create_clock -name clk0 -period $clk_period [get_ports {clk_in}]

set non_clock_inputs [all_inputs -no_clocks]
set_input_delay [expr $clk_period * $clk_io_pct] -clock clk0 $non_clock_inputs
set_output_delay [expr $clk_period * $clk_io_pct] -clock clk0 [all_outputs]

==> impl_metrics.tcl <==
# yosys + openroad results
set metrics [dict create \
    cts_max_path_buffers 2 \
    fin_area_sq_mm 0.00161 \
    fmax_mhz 470 \
    required_ns 5.31 \
    top_area_cell "dfxtp_1" \
    final_layout_size_suffix_gt1_frac 0.107 \
    rows 24 \
    cts_tree "built" \
    critPathTopFamily "simple AND/OR/NAND/NOR gates" \
    remaining_drc_errors 0 \
    grt_usage 0.114 \
    grt_max_degree 16 \
    yosysWarnings 1 \
    path_class "reg2reg" \
    hp-start "count[0]$_SDFF_PP0_" \
    place_area_sq_mm 0.00149 \
    top_area_frac 0.466 \
    slew_viol_final 0 \
    tns_ns 0 \
    core_area_sq_mm 0.00444 \
    async_flop_share 0 \
    cts_buffers 5 \
    io-pin-count 2 \
    fin_skew_ns 0.00901 \
    clk-insertion-delay-late_ns 0.29 \
    dpl.cell_count 212 \
    cts.clk_slew.worst_paths_ns 0.07 \
    first_global_vias 997 \
    chip_area_sq_mm 0.00501 \
    ys_area_sq_mm 0.00142 \
    antenna_found_initial 0 \
    final_cells 220 \
    warnings 25 \
    crit_path_start_kind "flop" \
    first_pass_iters 4 \
    cts.sinks 33 \
    drt-total-wl_mm 2.58 \
    p_leak_uw 0.000460 \
    critical_path.max_stage_delay_ns 0.55 \
    grt_pass1_wl_mm 4.55 \
    fin_crit_sh 0.417 \
    dieHeight_um 70.8 \
    edf_count 0 \
    cts-root-buf "clkbuf_8" \
    initial_utilization 0.319 \
    insertedDiodeCount 0 \
    wl_per_cell_um 11.7 \
    critPathLaunch "count[0]$_SDFF_PP0_" \
    cap_violations 0 \
    cpMaxStageDelayCell "or4_4" \
    crit_path_end_kind "flop" \
    status "complete, no violations" \
    yosys-top-cells-count "dfxtp_1 (33), nor2_1 (16), a21oi_1 (14)" \
    avgSynthCellArea_sq_um 8.98 \
    dp_hpwl_mm 1.74 \
    htreeDepth 2 \
    yosys.cell_count.top_type "dfxtp_1" \
    irDropWorstVdd_mv 0.175 \
    gp_congestion 0.821 \
    finalSetupViolCount 0 \
    netlist_area_sq_mm 0.00142 \
    fin_hold_ws_ns 0.464 \
    maxSlewHeadroom 0.538 \
    ys_seq_frac 0.466 \
    crit_fanout 13 \
    path_buffers 0 \
    grt_setup_unrepaired "no" \
    fin_crit_ns 2.13 \
    portBuffers 1 \
    postCtsHoldBufs 0 \
    synth_cell_types 32 \
    ff_type "dfxtp_1" \
    fillers 465 \
    ant_nets 0 \
    routed_via_density 4.99 \
    grt_overflow 0 \
    powerDensity_mw_per_mm2 318 \
    die_w_um 70.8 \
    path_cells "ha_1, nand4_1, or4_4, or4_1, a21oi_1" \
    yosys-stat-cells 158 \
    postCtsSetupRepairBufs 0 \
    num_vias 1097 \
    power_uw 510 \
    postSynthRegisterBits 33 \
    top_cells_by_area "dfxtp_1 (47%), xnor2_1 (5.6%), or4_1 (5.3%), a21oi_1 (4.9%), nor2_1 (4.2%)" \
    drt-initial-drc-count 57 \
    hold_viol 0 \
    worstMarginPinSlew_ns 0.692 \
    crit_arrival_ns 2.34 \
    areaGrowthSynthToFinish_pct 13.1 \
    hold_path.class "reg2reg" \
    netlist_instances 158 \
    cts_resized 0 \
    rr_startpoint "count[0]$_SDFF_PP0_" \
]
-- worst reg2reg max path: cells and delay by family (launching register included) --
kind	cells	cell delay [ns]
and+or+nand+nor	3	1.28
DFF	1	0.37
adders and majority gates	1	0.25
AOI/OAI and AO/OA	1	0.15
-- power breakdown --
part,switching (uW),internal (uW)
sequential,0.510,260
combinational,1.63,0.678
clock,101,146
-- worst paths after layout --
kind                           to  slack (ns)  cells past startpoint
max reg2reg  count[24]$_SDFF_PP0_        2.97                      5
min reg2reg   count[0]$_SDFF_PP0_        0.46                      1
min           count[0]$_SDFF_PP0_        0.46                      1
max          count[24]$_SDFF_PP0_        2.97                      5
-- layer usage --
metal,vias up,GRT usage,routed length (um)
met5,-,0,0
met4,0,0.0156,24
met3,4,0.0361,96
met2,9,0.167,1100
met1,495,0.174,1360
li1,589,-,-
-- state kept, by name (all words and copies together), names as in the netlist --
signal,count
count,32
clk_out,1
-- cells in the final DEF, fill, tap and decap left out --
master           count
o221ai_2             1
a21oi_1             14
or3_2                1
nand3_2              1
a41oi_1              1
buf_4                1
nand4b_1             1
xor2_1               2
nand3_1             10
o2111ai_1            1
or4_2                2
conb_1               5
dfxtp_1             33
o31ai_1              8
and3_1               4
or4_1               10
ha_1                 1
nand2_1             13
nand4_1              2
nand4_2              1
a21o_1               1
and4_2               1
bufinv_16            1
clkinv_4             1
or3_1                5
inv_1                4
or2_2                1
clkdlybuf4s50_1      1
nor2_1              16
clkinvlp_4           1
xnor2_1              9
or4_4                1
nor3_1               3
nor4_1               2
clkbuf_8             5
o21ai_0              4
-- layout make-up --
type | instances | area (sq um) | area share
multi-input combinational | 121 | 732 | 0.456
sequential | 33 | 661 | 0.412
clock buffer | 5 | 68.8 | 0.0429
tap | 52 | 65.1 | 0.0405
clock inverter | 3 | 46.3 | 0.0288
timing repair buffer | 2 | 17.5 | 0.0109
inverter | 4 | 15.0 | 0.00935
-- cells by family (layout without fill, tap and decap cells) --
| group | Yosys count | after routing | synth area share |
|---|---|---|---|
| XOR/XNOR | 11 | 11 | 0.0679 |
| buffers and inverters | 8 | 14 | 0.0291 |
| AND/OR/NAND/NOR | 74 | 74 | 0.292 |
| flip-flops | 33 | 33 | 0.466 |
| other | 1 | 5 | 0.00264 |
| adder cells (fa/ha/maj) | 1 | 1 | 0.00882 |
| AND-OR/OR-AND | 30 | 30 | 0.134 |
-- per-stage QoR --
step,setup WS (ns),utilization
after floorplan,3.24,-
after global placement,3.01,0.335
after detailed placement,3.01,0.335
after CTS,2.97,0.361
after global routing,2.82,0.361
final,2.97,0.361
Power figures rest on the tool's default switching activity, not on a simulated workload.
